==> flow/design.v <==
`timescale 1ns/1ps
interface i2c_if;
  wire scl;
  wire sda;
  logic scl_drive; 
  logic sda_drive;
  assign scl = (scl_drive === 1'b0) ? 1'b0 : 1'bz;
  assign sda = (sda_drive === 1'b0) ? 1'b0 : 1'bz;
  initial begin
    scl_drive = 1'b1;
    sda_drive = 1'b1;
  end
endinterface
`timescale 1ns/1ps
module i2c_master #(
  parameter int CLK_DIV = 50  
)(
  input  wire clk,
  input  wire rst_n,
  input  wire       req_i,
  input  wire       rw_i,  
  input  wire [6:0] addr_i,
  input  wire [7:0] data_in,  
  output reg  [7:0] data_out,  
  output reg        done_o,
  output reg        ack_error_o,  
  input  wire scl_i,
  input  wire sda_i,
  output wire scl_o,
  output wire sda_o,
  output wire scl_oe,
  output wire sda_oe
);
  typedef enum logic [3:0] {
    IDLE,
    START,
    ADDR,
    ACK_ADDR,
    DATA_TX,
    ACK_DATA_TX,
    DATA_RX,
    ACK_DATA_RX,
    STOP
  } state_t;
  state_t state;
  logic [7:0] shift_reg;
  logic [2:0] bit_cnt;
  logic [15:0] clk_cnt;
  logic scl_out_reg, sda_out_reg;
  assign scl_o  = scl_out_reg;
  assign sda_o  = sda_out_reg;
  assign scl_oe = !scl_out_reg;
  assign sda_oe = !sda_out_reg;
  logic scl_tick;
  always_ff @(posedge clk or negedge rst_n) begin
    if (!rst_n) begin
       clk_cnt <= 0;
       scl_tick <= 0;
    end else begin
       if (clk_cnt == CLK_DIV-1) begin
          clk_cnt <= 0;
          scl_tick <= 1;
       end else begin
          clk_cnt <= clk_cnt + 1;
          scl_tick <= 0;
       end
    end
  end
  logic [1:0] phase;
  always_ff @(posedge clk or negedge rst_n) begin
    if (!rst_n) begin
      state <= IDLE;
      scl_out_reg <= 1;
      sda_out_reg <= 1;
      phase <= 0;
      done_o <= 0;
      ack_error_o <= 0;
    end else if (scl_tick) begin
       phase <= phase + 1;
       case (state)
         IDLE: begin
            scl_out_reg <= 1;
            sda_out_reg <= 1;
            done_o <= 0;
            if (req_i) begin
               state <= START;
               phase <= 0;
               shift_reg <= {addr_i, rw_i};
            end
         end
         START: begin
            if (phase == 0) sda_out_reg <= 1;  
            if (phase == 1) sda_out_reg <= 0;  
            if (phase == 2) scl_out_reg <= 0;  
            if (phase == 3) begin
               state <= ADDR;
               bit_cnt <= 7;
            end
         end
         ADDR: begin
            run_tx_byte(ACK_ADDR);
         end
         ACK_ADDR: begin
            run_rx_ack( (shift_reg[0]) ? DATA_RX : DATA_TX );
         end
         DATA_TX: begin
            shift_reg <= data_in;  
            run_tx_byte(ACK_DATA_TX);
         end
         ACK_DATA_TX: begin
            run_rx_ack(STOP);
         end
         DATA_RX: begin
            run_rx_byte(ACK_DATA_RX);
         end
         ACK_DATA_RX: begin
            run_tx_nack(STOP);
         end
         STOP: begin
            if (phase == 0) begin scl_out_reg <= 0; sda_out_reg <= 0; end
            if (phase == 1) begin scl_out_reg <= 1; end
            if (phase == 2) begin sda_out_reg <= 1; end  
            if (phase == 3) begin 
               state <= IDLE; 
               done_o <= 1;
            end
         end
       endcase
    end
  end
  task run_tx_byte(state_t next_s);
    if (phase == 0) begin scl_out_reg <= 0; sda_out_reg <= shift_reg[bit_cnt]; end
    if (phase == 1) begin scl_out_reg <= 1; end
    if (phase == 3) begin 
       scl_out_reg <= 0; 
       if (bit_cnt == 0) state <= next_s;
       else bit_cnt <= bit_cnt - 1;
    end
  endtask
  task run_rx_byte(state_t next_s);
    if (phase == 0) begin scl_out_reg <= 0; sda_out_reg <= 1; end  
    if (phase == 1) begin scl_out_reg <= 1; end
    if (phase == 2) begin shift_reg[bit_cnt] <= sda_i; end  
    if (phase == 3) begin
       scl_out_reg <= 0;
       if (bit_cnt == 0) begin 
          data_out <= shift_reg;  
          state <= next_s;
       end else begin
          bit_cnt <= bit_cnt - 1;
       end
    end
  endtask
  task run_rx_ack(state_t next_s);
    if (phase == 0) begin scl_out_reg <= 0; sda_out_reg <= 1; end  
    if (phase == 1) begin scl_out_reg <= 1; end
    if (phase == 2) begin 
       if (sda_i) ack_error_o <= 1;  
    end 
    if (phase == 3) begin 
       scl_out_reg <= 0; 
       state <= next_s; 
       bit_cnt <= 7;  
    end
  endtask
  task run_tx_nack(state_t next_s);
    if (phase == 0) begin scl_out_reg <= 0; sda_out_reg <= 1; end  
    if (phase == 1) begin scl_out_reg <= 1; end
    if (phase == 3) begin scl_out_reg <= 0; state <= next_s; end
  endtask
endmodule
==> flow/run.sh <==
#!/bin/bash
# OpenROAD 26Q1-2900-gdf79404cd8, Yosys 0.63+post, stock flow scripts
make -C /OpenROAD-flow-scripts/flow DESIGN_CONFIG=/design/flow/config.mk WORK_HOME=/design/flow/orfs finish
==> flow/config.mk <==
export PLATFORM = sky130hd
export DESIGN_NAME = i2c_master
export DESIGN_NICKNAME = i2c_master
export VERILOG_FILES = /design/flow/design.v
export SDC_FILE = /design/flow/constraint.sdc
export NUM_CORES = 4
export LEC_CHECK = 1
export CORE_UTILIZATION = 40
==> flow/constraint.sdc <==
current_design i2c_master

set clk_period 4.7
set clk_io_pct 0.2

create_clock -name clk0 -period $clk_period [get_ports {clk}]

set non_clock_inputs [all_inputs -no_clocks]
set_input_delay [expr $clk_period * $clk_io_pct] -clock clk0 $non_clock_inputs
set_output_delay [expr $clk_period * $clk_io_pct] -clock clk0 [all_outputs]
==> impl_metrics.csv <==
group,metric,value,unit
placed_design,portBuffers,33,
clock_network,clock_latency,300,ps
finish,regMostFlops,"clk_cnt",
logic_synthesis,ys_seq_share,52.8,%
clock_network,cts_buffers,5,
logic_synthesis,yosys_cells,247,
clock_network,clockBufferDepth,2,
clock_network,cts_tree,"built",
grt,grt_overflow_total,0,
logic_synthesis,ys_area,2600,um^2
logic_synthesis,edf_count,19,
finish,largestRegisters,"clk_cnt x16, state x9",
logic_synthesis,ys_ff,51,
sta,hold_violations,0,
logic_synthesis,syn_area,2600,um^2
pwr,p_leak,1.30,nW
floorplan,die_w,82.7,um
critical_path,crit_type,"in -> reg",
floorplan,fp_util,41.3,%
clock_network,clockRootBuffer,"clkbuf_8",
status,status,"complete, no violations",
sta,fin_worst_skew,6.54,ps
sta,slew_headroom,43.0,%
finish,drive_above_1_share,4.66,%
logic_synthesis,synthCells,247,
critical_path,cp-start-kind,"primary input",
sta,min_period,2760,ps
detailed_routing,vias,1896,
critical_path,required,4630,ps
logic_synthesis,yosysUniqueCellTypes,45,
clock_network,cts_sinks,51,
placed_design,placed_area,2990,um^2
detailed_routing,ant_nets,0,
detailed_routing,drtPass1Iterations,4,
floorplan,num_rows,29,
grt,track_usage,16.8,%
pwr,power_density,236,nW/um^2
placed_design,dp_hpwl,3.61,mm
sta,fin_tns_setup,0,ps
sta,fmax,0.363,GHz
detailed_routing,viasPerCell,5.33,
critical_path,cp_max_fo,15,
floorplan,die_h,82.7,um
detailed_routing,met1Wirelength,2.59,mm
detailed_routing,wl,5.08,mm
detailed_routing,met3RoutedLength,221,um
sta,finalSetupViolCount,0,
logic_synthesis,async_reset_ff_share,62.7,%
logic_synthesis,syn_area_per_cell,10.5,um^2
clock_network,cts_resized,0,
clock_network,path_clk_slew,90,ps
finish,area_delta_synth_final,17.8,%
finish,n_fill_cell,584,
grt,grt_pass1_wl,8.36,mm
pwr,ir_worst_vdd,167,uV
sta,finalCritPeriodShare,58.6,%
placed_design,globalplace.congestion,0.807,
hold_path,holdCritPathClass,"reg -> reg",
detailed_routing,diodes,0,
critical_path,cp-end-kind,"flop",
flow_run,drv_cap,0,
flow_run,warnings,32,
detailed_routing,drt_iter0_drc,98,
clock_network,post_cts_buffers,0,
grt,grt_pass1_vias,1712,
floorplan,die_area,6840,um^2
grt,grt_antenna_before_repair,0,
clock_network,h-tree-depth,2,
finish,largest_reg_flops,16,
detailed_routing,drc_errors,0,
clock_network,hold_buffers,0,
sta,slew_violations,0,
sta,rsz0062_at_grt,"no",
grt,grt_start_max_net_pins,21,
floorplan,io_pins,35,
finish,design_area,3070,um^2
detailed_routing,top_layer_used,"met4",
sta,worst_pin_slew,852,ps
detailed_routing,route.met2.wl,2.19,mm
logic_synthesis,yosysWarnings,3,
critical_path,worstPathArrival,2680,ps
logic_synthesis,ff_type,"dfrtp_1",
floorplan,core,6310,um^2
detailed_routing,detail_route.wl_per_cell,14.3,um
cells in the mapped netlist, types with 3 or more instances:
cell	instances	area (um^2)
nand3_1	14	70.1
a21oi_1	3	15.0
dfrtp_1	29	726
nor2_1	21	78.8
inv_1	13	48.8
xnor2_1	9	78.8
a22oi_1	8	60.1
nor3_1	3	15.0
and3_1	4	25.0
o21ai_0	16	80.1
a21o_1	3	22.5
a31oi_1	4	25.0
ha_1	10	125
mux2i_1	7	70.1
edfxtp_1	19	571
dfstp_2	3	78.8
nor4_1	5	31.3
nand2_1	28	105
clkbuf_1	6	22.5
xor2_1	4	35.0
nand2b_1	4	25.0
nand4_1	4	25.0
cell usage in the layout (no fill, tap or decap), types with 3 or more instances in the layout:
cell / instances
clkbuf_8: 5
edfxtp_1: 19
nand2_1: 28
nor3_1: 3
dfrtp_1: 29
clkdlybuf4s50_1: 33
nand3_1: 14
a21oi_1: 3
nand4_1: 4
nor4_1: 5
nand2b_1: 4
a21o_1: 3
a22oi_1: 8
inv_1: 13
dfstp_2: 3
and3_1: 4
xnor2_1: 9
o21ai_0: 16
xor2_1: 4
nor2_1: 21
mux2i_1: 7
a31oi_1: 4
ha_1: 10
layer usage:
| metal | vias up | GRT usage, % |
|---|---|---|
| li1 | 952 | - |
| met1 | 895 | 29.4 |
| met2 | 41 | 23.0 |
| met3 | 8 | 3.12 |
| met4 | 0 | 2.76 |
| met5 | - | 0 |
logic make-up (layout without fill, tap and decap cells):
kind of cell	after synthesis	in the layout	synth area share (%)
flip-flops	51	51	52.8
XOR/XNOR	13	13	4.37
AND-OR/OR-AND	46	46	11.9
multiplexers	9	9	3.55
buffers and inverters	23	55	3.84
AND/OR/NAND/NOR	95	95	18.7
adder cells (fa/ha/maj)	10	10	4.80
worst paths after layout:
kind                              start  cells after the start  slack, ps            to
setup / recovery                  rst_n                      3       1940   data_out[0]
hold / removal             shift_reg[5]                      0        480   data_out[5]
setup reg to reg             bit_cnt[0]                      7       2020  shift_reg[4]
hold reg to reg            shift_reg[5]                      0        480   data_out[5]
max in group asynchronous         rst_n                      2       2930   clk_cnt[10]
min in group asynchronous         rst_n                      1       1050      phase[0]
cell type report:
cell class / instances / area (um^2) / area share [%]
clock buffer: 6 / 72.6 / 2.37
clock inverter: 2 / 7.51 / 0.245
inverter: 13 / 48.8 / 1.59
multi-input combinational: 173 / 1130 / 36.8
sequential: 51 / 1380 / 44.8
tap: 77 / 96.3 / 3.14
timing repair buffer: 34 / 338 / 11.0
per-stage QoR:
step	setup WS, ps	util [%]	cells	hold WS [ps]	power (mW)
after floorplan	2470	-	247	408	0.474
final	1940	48.6	356	481	0.725
after CTS	1910	48.6	356	483	0.739
after global routing	1720	48.6	356	505	0.755
after global placement	1610	47.3	348	450	0.497
after detailed placement	1590	47.3	348	451	0.498
report_power, final:
| group | switching (mW) | internal (mW) |
|---|---|---|
| sequential | 0 | 0.460 |
| clock | 0.135 | 0.102 |
| combinational | 0.0111 | 0.0169 |
| total | 0.146 | 0.578 |
worst max-delay path: stages:
cell	delay [ps]
clkdlybuf4s50_1	900
nand2_1	150
nor2_1	680
Power figures rest on the tool's default switching activity, not on a simulated workload.
